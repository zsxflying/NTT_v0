[flow/run.sh]
#!/bin/bash
# OpenROAD 26Q1-2900-gdf79404cd8, Yosys 0.63+post, stock flow scripts
make -C /OpenROAD-flow-scripts/flow DESIGN_CONFIG=/design/flow/config.mk WORK_HOME=/design/flow/orfs finish
[flow/config.mk]
export PLATFORM = sky130hd
export DESIGN_NAME = PE
export DESIGN_NICKNAME = PE
export VERILOG_FILES = /design/flow/design.v
export SDC_FILE = /design/flow/constraint.sdc
export NUM_CORES = 4
export LEC_CHECK = 1
export CORE_UTILIZATION = 30
[flow/constraint.sdc]
current_design PE

set clk_period 15.4
set clk_io_pct 0.2

create_clock -name clk0 -period $clk_period [get_ports {clk}]

set non_clock_inputs [all_inputs -no_clocks]
set_input_delay [expr $clk_period * $clk_io_pct] -clock clk0 $non_clock_inputs
set_output_delay [expr $clk_period * $clk_io_pct] -clock clk0 [all_outputs]
[flow/design.v]
`timescale 1ns/1ps
module PE (
  input      [7:0]    io_din_payload_data,
  input      [7:0]    io_din_payload_weight,
  input               io_din_ctrl_valid,
  input               io_din_ctrl_lastOrFlush,
  output     [7:0]    io_dout_payload_data,
  output     [7:0]    io_dout_payload_weight,
  output              io_dout_ctrl_valid,
  output              io_dout_ctrl_lastOrFlush,
  output              io_mulres_valid,
  output     [15:0]   io_mulres_payload,
  input               clk,
  input               resetn
);
  wire       [2:0]    _zz_cond0;
  wire       [2:0]    _zz_cond1;
  wire       [0:0]    _zz_cond1_1;
  wire       [15:0]   _zz_io_mulres_payload;
  wire       [15:0]   _zz_io_mulres_payload_1;
  reg        [7:0]    dinPayloadReg_data;
  reg        [7:0]    dinPayloadReg_weight;
  reg                 dinCtrlReg_valid;
  reg                 dinCtrlReg_lastOrFlush;
  wire       [15:0]   multiplyRes;
  wire       [17:0]   _zz_resAccReg_value;
  reg                 resAccReg_lastOrFlushReg;
  reg                 resAccReg_validReg;
  reg        [17:0]   resAccReg_value;
  wire                resAccReg_validOut;
  wire                resAccRegValue0;
  wire       [2:0]    resAccRegValue1;
  wire       [15:0]   MAX_VALUE;
  wire       [15:0]   MIN_VALUE;
  wire                cond0;
  wire                cond1;
  assign _zz_cond0 = 3'b000;
  assign _zz_cond1_1 = 1'b1;
  assign _zz_cond1 = {{2{_zz_cond1_1[0]}}, _zz_cond1_1};
  assign _zz_io_mulres_payload = (cond1 ? MIN_VALUE : _zz_io_mulres_payload_1);
  assign _zz_io_mulres_payload_1 = resAccReg_value[15:0];
  assign io_dout_payload_data = dinPayloadReg_data;
  assign io_dout_payload_weight = dinPayloadReg_weight;
  assign io_dout_ctrl_valid = dinCtrlReg_valid;
  assign io_dout_ctrl_lastOrFlush = dinCtrlReg_lastOrFlush;
  assign multiplyRes = ($signed(dinPayloadReg_data) * $signed(dinPayloadReg_weight));
  assign _zz_resAccReg_value = {{2{multiplyRes[15]}}, multiplyRes};
  assign resAccReg_validOut = (resAccReg_validReg && resAccReg_lastOrFlushReg);
  assign resAccRegValue0 = resAccReg_value[17];
  assign resAccRegValue1 = resAccReg_value[17 : 15];
  assign MAX_VALUE = 16'h7fff;
  assign MIN_VALUE = 16'h8000;
  assign cond0 = ((resAccRegValue0 == 1'b0) && ($signed(resAccRegValue1) != $signed(_zz_cond0)));
  assign cond1 = ((resAccRegValue0 == 1'b1) && ($signed(resAccRegValue1) != $signed(_zz_cond1)));
  assign io_mulres_payload = (cond0 ? MAX_VALUE : _zz_io_mulres_payload);
  assign io_mulres_valid = resAccReg_validOut;
  always @(posedge clk) begin
    if(io_din_ctrl_valid) begin
      dinPayloadReg_data <= io_din_payload_data;
      dinPayloadReg_weight <= io_din_payload_weight;
    end
    if(resAccReg_lastOrFlushReg) begin
      resAccReg_value <= _zz_resAccReg_value;
    end else begin
      if(dinCtrlReg_valid) begin
        resAccReg_value <= ($signed(_zz_resAccReg_value) + $signed(resAccReg_value));
      end
    end
  end
  always @(posedge clk) begin
    if(!resetn) begin
      dinCtrlReg_valid <= 1'b0;
      dinCtrlReg_lastOrFlush <= 1'b0;
      resAccReg_lastOrFlushReg <= 1'b0;
      resAccReg_validReg <= 1'b0;
    end else begin
      dinCtrlReg_valid <= io_din_ctrl_valid;
      dinCtrlReg_lastOrFlush <= io_din_ctrl_lastOrFlush;
      resAccReg_lastOrFlushReg <= dinCtrlReg_lastOrFlush;
      resAccReg_validReg <= dinCtrlReg_valid;
    end
  end
endmodule
==> impl_metrics.ini <==
; implementation run metrics
[final_timing]
finClkSkew_ps = 4.19
tightest_slew_ps = 855
fin_setup_tns_ps = 0
post-route-min-period_ps = 6050
worst_slack_ps = 9350
hold_violations = 0
relSlewSlack = 0.428
setup_viol = 0
grt_setup_unrepaired = false
period_used_share = 0.393
fmax_ghz = 0.165
slew_viol_final = 0

[clock_tree]
cts_resized = 0
cts_buffer_depth = 2
post_cts_buffers = 0
clk_pin_slew_worst_paths_ps = 60
numCtsBuffers = 5
hold_buffers = 0
numClockSinks = 38
worstSkewPairLatency_ps = 290
cts_max_level = 2
cts_tree = done
cts_root_buf = clkbuf_16

[hold_path]
hp-start = dinCtrlReg_lastOrFlush
min_to = resAccReg_lastOrFlushReg
whs_path_depth = 1
hp-class = flip-flop to flip-flop

[floorplanning]
die_h_um = 131
coreArea_um2 = 16100
initial_core_util = 0.312
die_x_um = 131
pin_count = 55
num_rows = 46
dieArea_um2 = 17200

[run_status]
status = complete, no violations

[grt]
grt_max_degree = 35
grt_first_pass_wirelength_um = 17700
grtUsageTotal = 0.131
antenna_found_initial = 0
overflow = 0
first_global_vias = 3682

[placement]
dp_slack_ps = 9330
place_hpwl_um = 8220
gp_congestion = 0.917
io_buffers = 54

[logic_synthesis]
xor_area_frac = 0.0490
netlist_logic_family_top = adder cells
yosysSeqAreaShare = 0.220
synth.avg_cell_area_um2 = 8.96
ff_type = edfxtp_1
numSynthFlops = 38
synth-edff-count = 34
netlist-cell-type-count = 47
synthArstFlopShare = 0
syn_area_um2 = 5000
syn_inst = 558
fa_ha_area_frac = 0.339
yosys_warnings = 1
simple_gate_area_frac = 0.172
mux_area_frac = 0.0130
yosys_area_um2 = 5000
ys_cells = 558
ys_sh_aoi = 0.128

[setup_path]
crit_top_cell = fa_1
ff2ff_path_depth = 21
end_kind = flip-flop
path_cells = nand2b_1 > fa_1 > fa_1 > inv_1 > fa_1 > inv_1 > fa_1 > inv_1 > ha_1 > o21ai_0 > nor2_1 > o31a_1 > o31ai_1 > xnor2_1 > ha_1 > a21oi_1 > o21a_1 > and2_1 > a21oi_1 > o221a_2 > xnor2_1
crit_arrival_ps = 6090
path_max_fanout = 9
rr_startpoint = dinPayloadReg_data[0]
critPathMaxStageDelay_ps = 540
cp.required_ps = 15440
slowest_stage = fa_1
r2r_end = resAccReg_value[17]
start_kind = flip-flop
crit_start = dinPayloadReg_data[0]
critical_path_class = flip-flop to flip-flop
r2r_slack_ps = 9350

[finish]
n_fill_cell = 1580
area_delta_synth_final_pct = 18.4
comb_area_um2 = 3510
drive_gt1_frac = 0.0344
seq_area_um2 = 1100

[detailed_routing]
drc = 0
antenna_cells = 0
viasPerCell = 4.49
antenna_left = 0
wirelength_um = 10200
num_vias = 3708
routedWlPerCell_um = 12.4
first_pass_iters = 4
drtIter0Drc = 160

[flow_run]
warning_count = 25
drv_cap = 0
==> cells by family (layout without fill, tap and decap cells) <==
group	after synthesis	after routing
adder cells (fa/ha/maj)	102	102
XOR/XNOR	28	28
AND/OR/NAND/NOR	182	182
buffers and inverters	105	157
multiplexers	6	6
AND-OR/OR-AND	97	97
flip-flops	38	38
==> sequential cells by signal, summed over array words and instances, names as in the netlist <==
name                      cells
dinCtrlReg_lastOrFlush        1
dinCtrlReg_valid              1
dinPayloadReg_data            8
dinPayloadReg_weight          8
resAccReg_lastOrFlushReg      1
resAccReg_validReg            1
resAccReg_value              18
==> how the worst max path moves through the flow <==
stage | to | slack, ps | cells past startpoint
after CTS | resAccReg_value[17] | 9330 | 22
after global routing | resAccReg_value[17] | 8980 | 22
final | resAccReg_value[17] | 9350 | 21
==> placed cells by master, fill, tap and decap left out, drive strengths merged, types with 2 or more instances in the layout <==
cell           instances
nand2b                 6
buf                    2
clkinv                 2
a211oi                 5
inv                   93
xnor2                 21
xor2                   7
or2                    3
nand3                  3
o211ai                 3
dfxtp                  4
o21bai                 2
o22ai                  2
clkdlybuf4s50         54
mux2                   4
nor3                   2
nor2                  64
clkbuf                 5
ha                    46
and3                   2
a211o                  4
and2                  49
nand2                 48
fa                    56
o21ai                 21
edfxtp                34
a21oi                 35
mux2i                  2
a21o                  10
o21a                   5
==> metal layers <==
| metal | global-route usage | part of all wire | routed length, um |
|---|---|---|---|
| met3 | 0.0358 | 0.061 | 620 |
| met5 | 0 | 0 | 0 |
| met1 | 0.197 | 0.52 | 5310 |
| met4 | 0.0111 | 0.0081 | 83 |
| met2 | 0.202 | 0.41 | 4210 |
==> synthesized netlist by cell type (2+ instances only) <==
library cell	n	area, um2
o21bai_1	2	15.0
clkbuf_1	11	41.3
a211o_1	4	35.0
or2_2	2	12.5
o21ai_0	19	95.1
o21a_1	5	37.5
ha_1	46	576
o211ai_1	3	22.5
xnor2_1	21	184
xor2_1	7	61.3
nor2_1	64	240
fa_1	56	1120
nand2_1	48	180
nand3_1	3	15.0
o22ai_1	2	12.5
nand2b_1	6	37.5
inv_1	93	349
a211oi_1	5	37.5
mux2i_1	2	20.0
dfxtp_1	4	80.1
a21oi_1	35	175
and2_1	49	307
a21o_1	10	75.1
mux2_2	4	45.0
edfxtp_1	34	1020
nor3_1	2	10.0
==> through the flow <==
step	util	hold slack (ps)	cells	instance area (um2)
after floorplan	-	412	558	5000
after global placement	0.360	459	818	5780
after detailed placement	0.360	461	818	5780
after CTS	0.369	481	826	5920
after global routing	0.369	508	826	5920
final	0.369	474	826	5920
==> critical path, delay by kind of cell (launching register included) <==
kind	cells	cell delay (ps)
buffers and inverters	3	140
xor gates and xnor gates	2	310
AOI/OAI and AO/OA	7	1600
DFF	1	530
and+or+nand+nor	3	460
adders and majority gates	6	2760
==> area by class of cell <==
cell class | instances | area share
Clock buffer | 5 | 0.0211
Tap cell | 216 | 0.0456
Sequential cell | 38 | 0.186
Clock inverter | 3 | 0.00275
Multi-Input combinational cell | 415 | 0.592
Timing Repair Buffer | 56 | 0.0938
Inverter | 93 | 0.0589
